==> design.v <==
module ALU (
    output  reg[31:0]   ALURes,
    output  reg         Zero,
    input   [31:0]      DataIn1,
    input   [31:0]      DataIn2,
    input   [4:0]       shamt,
    input   [4:0]       ALUOp
);
integer i;
initial begin
    Zero   = 0;
    ALURes = 0;
end
always@(DataIn1 or DataIn2 or ALUOp or shamt) begin
    case(ALUOp)
        5'b00000:
        ALURes = DataIn1 + DataIn2;
        5'b00001, 5'b01110:
        ALURes = DataIn1 - DataIn2;
        5'b00010:
        ALURes = DataIn1 * DataIn2;
        5'b00011:
        ALURes = DataIn1 / DataIn2;
        5'b00100:
        ALURes = DataIn2 << shamt;
        5'b00101:
        ALURes = DataIn2 >> shamt;
        5'b00110:
        for (i = 0; i < 31; i=i+1) begin
            ALURes[i] = DataIn1[(i+DataIn2)%32];
        end
        5'b00111:
        for (i = 0; i < 31; i=i+1) begin
            ALURes[i] = DataIn1[(i-DataIn2+32)%32];
        end
        5'b01000:
        ALURes = DataIn1 & DataIn2;
        5'b01001:
        ALURes = DataIn1 | DataIn2;
        5'b01010:
        ALURes = DataIn1 ^ DataIn2;
        5'b01011:
        ALURes = ~(DataIn1 | DataIn2);
        5'b01100:
        ALURes = ~(DataIn1 & DataIn2);
        5'b01101:
        ALURes = ~(DataIn1 ^ DataIn2);
        5'b01111: begin
            if (DataIn1[31] != DataIn2[31]) begin
                if (DataIn1[31] > DataIn2[31])
                    ALURes = 1;
                else
                    ALURes = 0;
            end else begin
                if (DataIn1 < DataIn2)
                    ALURes = 1;
                else
                    ALURes = 0;
            end  
        end  
        5'b10001: begin
            ALURes[15:0]  = 0;
            ALURes[31:16] = DataIn2[15:0];
        end
    endcase  
    case (ALUOp)
        5'b01110:
            Zero = (ALURes)?1:0;
        default:
            Zero = (ALURes)?0:1;
    endcase
end
endmodule
==> run.sh <==
#!/bin/bash
# OpenROAD 26Q1-2900-gdf79404cd8, Yosys 0.63+post, stock flow scripts
make -C /OpenROAD-flow-scripts/flow DESIGN_CONFIG=/design/flow/config.mk WORK_HOME=/design/flow/orfs finish
==> config.mk <==
export PLATFORM = sky130hd
export DESIGN_NAME = ALU
export DESIGN_NICKNAME = ALU
export VERILOG_FILES = /design/flow/design.v
export SDC_FILE = /design/flow/constraint.sdc
export NUM_CORES = 4
export LEC_CHECK = 1
export CORE_UTILIZATION = 40
==> constraint.sdc <==
current_design ALU

set clk_period 256.8
set clk_io_pct 0.2

create_clock -name clk0 -period $clk_period

set non_clock_inputs [all_inputs -no_clocks]
set_input_delay [expr $clk_period * $clk_io_pct] -clock clk0 $non_clock_inputs
set_output_delay [expr $clk_period * $clk_io_pct] -clock clk0 [all_outputs]
==> results.json <==
{
  "status": "finished, violations left",
  "violations": "max-slew violations",
  "synthFlopType": "dlxtn_1",
  "seqCellArea_sq_um": 480,
  "ys_sh_adder_pct": 30.1,
  "grt_overflow": 0,
  "wl_um": 328000,
  "yosysUniqueCellTypes": 98,
  "worst_pin_slew_ps": 1580,
  "ys_area_sq_um": 59000,
  "yosys-stat-cells": 8243,
  "synth-async-reset-ratio_pct": 0,
  "gp_congestion": 1.14,
  "final_max_slew_viol_count": 1,
  "drive_gt1_share_pct": 8.03,
  "syn_to_final_growth_pct": 7.25,
  "slowest_stage": "o21ai_0",
  "cp-end-kind": "output port",
  "arrival_ps": 139060,
  "antenna_found_initial": 35,
  "area_leaders": "ha_1 (16%), fa_1 (14%), nor2_1 (6.0%), nand2_1 (5.3%), a21oi_1 (4.8%)",
  "ys_top_logic_family": "adder cells",
  "finalCritPeriodShare_pct": 74.2,
  "critPathKind": "in2out",
  "final_hold_viol_count": 0,
  "drt_pass1_iterations": 6,
  "unclocked_regs": 32,
  "setup_violations": 0,
  "grt_pass1_wl_um": 460000,
  "final.setup.tns_ps": 0,
  "mux_share_pct": 7.17,
  "hold_buffers": 0,
  "synth-xor-area-share_pct": 6.87,
  "p_int_uw": 278,
  "vias_per_cell": 6.57,
  "pwr_density_cell_nw_per_um2": 13.2,
  "drv_cap": 0,
  "crit_path_frequent_cell": "ha_1",
  "worstHoldEndpoint": "Zero",
  "slew_headroom_pct": -5.22,
  "hp-start": "ALUOp[1]",
  "fin_crit_ps": 190420,
  "power_leakage_uw": 0.0284,
  "dpl_cell_area_sq_um": 63300,
  "warnings": 110,
  "common_cells": "nor2_1 (942), nand2_1 (838), ha_1 (763)",
  "final_core_util_pct": 43.3,
  "fp_util_pct": 40.4,
  "grt_start_max_net_pins": 60,
  "placed_cells": 10134,
  "netSwitchingPower_uw": 559,
  "cpPeakStageDelay_ps": 990,
  "syn_area_sq_um": 59000,
  "ir_drop_mv": 0.0764,
  "wl_per_cell_um": 32.3,
  "worstPathRequired_ps": 205440,
  "path_max_fanout": 39,
  "instances_no_fill": 10154,
  "dieArea_sq_um": 149000,
  "fp.dieH_um": 386,
  "crit_start": "DataIn1[0]",
  "yosys.cell_count.top_type": "nor2_1",
  "synth_cells": 8243,
  "drc": 0,
  "port_buffers": 107,
  "ys_sh_aoi_pct": 25.5,
  "top_area_cell": "ha_1",
  "rows": 140,
  "io_pins": 107,
  "comb_area_sq_um": 54300,
  "post_cts_buffers": 0,
  "post-route-cell-area_sq_um": 63300,
  "untimed_endpoints": 64,
  "hp-class": "in2out",
  "dp_hpwl_um": 258000,
  "cts_resized": 0,
  "yosys_warnings": 33,
  "ant_nets": 0,
  "p_sw_share_pct": 66.8,
  "clock.fmax_ghz": 0.00525,
  "grt_usage_pct": 44.6,
  "grt_pass1_vias": 62285,
  "timing.final.ws_setup_ps": 66380,
  "fillers": 14953,
  "dp_slack_ps": 69550,
  "dr.first_iter.drc_count": 7376,
  "synth.ff_latch_count": 32,
  "edf_count": 0,
  "core-area_sq_um": 146000,
  "largest_reg_flops": 32,
  "rsz0062_at_grt": "no",
  "top_area_share_pct": 16.2,
  "synth_area_per_cell_sq_um": 7.16,
  "simple_gate_area_share_pct": 22.2,
  "fp.dieW_um": 386,
  "start_kind": "input port",
  "vias": 66742,
  "hold_path_depth": 6
}
## power groups by stage
| stage | Sequential, uW | Combinational, uW | Clock [uW] |
|---|---|---|---|
| after CTS | 1.91 | 800 | 0 |
| after global routing | 1.99 | 876 | 0 |
## per-stage QoR
stage | hold slack [ps] | power [uW]
after global placement | 104440 | 798
after CTS | 104430 | 802
final | 104480 | 838
after floorplan | 103130 | 479
after global routing | 104470 | 878
after detailed placement | 104420 | 798
## how the worst max path moves through the flow
stage	to	slack, ps	cells past startpoint
5_1_grt	Zero	61730	294
4_1_cts	Zero	69260	290
6_report	Zero	66380	289
## routing by layer
| layer | global-route usage (%) | share of wire [%] | vias to the layer above |
|---|---|---|---|
| met3 | 18.7 | 13 | 1070 |
| met4 | 28.9 | 8.3 | 64 |
| met5 | 1.04 | 0.19 | - |
| met2 | 62.8 | 41 | 4198 |
| met1 | 55.9 | 38 | 31979 |
| li1 | - | - | 29431 |
## cell usage in the layout (no fill, tap or decap), drive strengths merged, types with 72 or more instances in the layout
master and n:
a211oi 94, a21o 195, a21oi 561, a31oi 114
buf 329, clkdlybuf4s50 96, fa 410, ha 763
inv 691, mux2 72, mux2i 143, mux4 88
nand2 839, nand3 172, nand4 89, nor2 943
nor2b 75, nor3 246, o211ai 79, o21a 161
o21ai 447, or3 73, xnor2 298, xor2 164
## critical path, delay by kind of cell
family	cells	cell delay (ps)
xor gates and xnor gates	1	180
muxes	5	1890
adders and majority gates	31	10430
and+or+nand+nor	84	23870
AOI/OAI and AO/OA	148	45470
buffers and inverters	20	5470
## final cells by class
type,count,area share (%)
multi-input cells,7055,85.8
repair buffers,425,5.41
inverters,705,4.18
well taps,1917,3.79
flip-flops and latches,32,0.759
diodes,20,0.0790
## cells by family after synthesis
kind of cell,count (synthesis)
and+or+nand+nor,2844
AOI/OAI and AO/OA,2273
adders and majority gates,1173
buffers and inverters,1156
xor gates and xnor gates,462
muxes,303
latches,32
Power and IR drop assume default switching activity.
